$ cat design/flow/config.mk
export PLATFORM = sky130hd
export DESIGN_NAME = lab6
export DESIGN_NICKNAME = lab6
export VERILOG_FILES = /design/flow/design.v
export SDC_FILE = /design/flow/constraint.sdc
export NUM_CORES = 4
export LEC_CHECK = 1
export CORE_UTILIZATION = 40
$ cat design/flow/constraint.sdc
current_design lab6

set clk_period 11.9
set clk_io_pct 0.2

create_clock -name clk0 -period $clk_period [get_ports {clk}]

set non_clock_inputs [all_inputs -no_clocks]
set_input_delay [expr $clk_period * $clk_io_pct] -clock clk0 $non_clock_inputs
set_output_delay [expr $clk_period * $clk_io_pct] -clock clk0 [all_outputs]
$ cat design/flow/design.v
`timescale 1ns / 1ps
module lab6(
  input  clk,
  input  reset_n,
  input  [3:0] usr_btn,
  output [3:0] usr_led,
  input  uart_rx,
  output uart_tx
);
localparam [1:0] S_MAIN_INIT = 0, S_MAIN_PROMPT = 1,
                 S_MAIN_READ_NUM = 2, S_MAIN_REPLY = 3;
localparam [1:0] S_UART_IDLE = 0, S_UART_WAIT = 1,
                 S_UART_SEND = 2, S_UART_INCR = 3;
localparam INIT_DELAY = 100_000;  
localparam PROMPT_STR = 0;   
localparam PROMPT_LEN = 27;  
localparam REPLY_STR  = 27;  
localparam REPLY_LEN  = 38;  
localparam MEM_SIZE   = PROMPT_LEN+REPLY_LEN;
wire enter_pressed;
wire print_enable, print_done;
reg [$clog2(MEM_SIZE):0] send_counter;
reg [1:0] P, P_next;
reg [1:0] Q, Q_next;
reg [$clog2(INIT_DELAY):0] init_counter;
reg [7:0] data[0:MEM_SIZE-1];
reg  [0:PROMPT_LEN*8-1] msg1 = { "\015\012Enter a decimal number: ", 8'h00 };
reg  [0:REPLY_LEN*8-1]  msg2 = { "\015\012The number you typed was: 0x0000.\015\012", 8'h00 };
reg  [15:0] num_reg;   
reg  [2:0]  key_cnt;   
wire transmit;
wire received;
wire [7:0] rx_byte;
reg  [7:0] rx_temp;   
wire [7:0] tx_byte;
wire [7:0] echo_key;  
wire is_num_key;
wire is_receiving;
wire is_transmitting;
wire recv_error;
uart uart(
  .clk(clk),
  .rst(~reset_n),
  .rx(uart_rx),
  .tx(uart_tx),
  .transmit(transmit),
  .tx_byte(tx_byte),
  .received(received),
  .rx_byte(rx_byte),
  .is_receiving(is_receiving),
  .is_transmitting(is_transmitting),
  .recv_error(recv_error)
);
integer idx;
always @(posedge clk) begin
  if (~reset_n) begin
    for (idx = 0; idx < PROMPT_LEN; idx = idx + 1) data[idx] = msg1[idx*8 +: 8];
    for (idx = 0; idx < REPLY_LEN; idx = idx + 1) data[idx+PROMPT_LEN] = msg2[idx*8 +: 8];
  end
  else if (P == S_MAIN_REPLY) begin
    data[REPLY_STR+30] <= ((num_reg[15:12] > 9)? "7" : "0") + num_reg[15:12];
    data[REPLY_STR+31] <= ((num_reg[11: 8] > 9)? "7" : "0") + num_reg[11: 8];
    data[REPLY_STR+32] <= ((num_reg[ 7: 4] > 9)? "7" : "0") + num_reg[ 7: 4];
    data[REPLY_STR+33] <= ((num_reg[ 3: 0] > 9)? "7" : "0") + num_reg[ 3: 0];
  end
end
assign usr_led = usr_btn;
assign enter_pressed = (rx_temp == 8'h0D);  
always @(posedge clk) begin
  if (~reset_n) P <= S_MAIN_INIT;
  else P <= P_next;
end
always @(*) begin  
  case (P)
    S_MAIN_INIT:  
	   if (init_counter < INIT_DELAY) P_next = S_MAIN_INIT;
		else P_next = S_MAIN_PROMPT;
    S_MAIN_PROMPT:  
      if (print_done) P_next = S_MAIN_READ_NUM;
      else P_next = S_MAIN_PROMPT;
    S_MAIN_READ_NUM:  
      if (enter_pressed) P_next = S_MAIN_REPLY;
      else P_next = S_MAIN_READ_NUM;
    S_MAIN_REPLY:  
      if (print_done) P_next = S_MAIN_INIT;
      else P_next = S_MAIN_REPLY;
  endcase
end
assign print_enable = (P != S_MAIN_PROMPT && P_next == S_MAIN_PROMPT) ||
                  (P == S_MAIN_READ_NUM && P_next == S_MAIN_REPLY);
assign print_done = (tx_byte == 8'h0);
always @(posedge clk) begin
  if (P == S_MAIN_INIT) init_counter <= init_counter + 1;
  else init_counter <= 0;
end
always @(posedge clk) begin
  if (~reset_n) Q <= S_UART_IDLE;
  else Q <= Q_next;
end
always @(*) begin  
  case (Q)
    S_UART_IDLE:  
      if (print_enable) Q_next = S_UART_WAIT;
      else Q_next = S_UART_IDLE;
    S_UART_WAIT:  
      if (is_transmitting == 1) Q_next = S_UART_SEND;
      else Q_next = S_UART_WAIT;
    S_UART_SEND:  
      if (is_transmitting == 0) Q_next = S_UART_INCR;  
      else Q_next = S_UART_SEND;
    S_UART_INCR:
      if (tx_byte == 8'h0) Q_next = S_UART_IDLE;  
      else Q_next = S_UART_WAIT;
  endcase
end
assign transmit = (Q_next == S_UART_WAIT ||
                  (P == S_MAIN_READ_NUM && received) ||
                   print_enable);
assign is_num_key = (rx_byte > 8'h2F) && (rx_byte < 8'h3A) && (key_cnt < 5);
assign echo_key = (is_num_key || rx_byte == 8'h0D)? rx_byte : 0;
assign tx_byte  = ((P == S_MAIN_READ_NUM) && received)? echo_key : data[send_counter];
always @(posedge clk) begin
  case (P_next)
    S_MAIN_INIT: send_counter <= PROMPT_STR;
    S_MAIN_READ_NUM: send_counter <= REPLY_STR;
    default: send_counter <= send_counter + (Q_next == S_UART_INCR);
  endcase
end
always @(posedge clk) begin
  if (~reset_n || (P == S_MAIN_INIT || P == S_MAIN_PROMPT)) key_cnt <= 0;
  else if (received && is_num_key) key_cnt <= key_cnt + 1;
end
always @(posedge clk)begin
  if (~reset_n) num_reg <= 0;
  else if (P == S_MAIN_INIT || P == S_MAIN_PROMPT) num_reg <= 0;
  else if (received && is_num_key) num_reg <= (num_reg * 10) + (rx_byte - 48);
end
always @(posedge clk) begin
  rx_temp <= (received)? rx_byte : 8'h0;
end
endmodule
`timescale 1ns / 1ps
module uart(
    input clk,  
    input rst,  
    input rx,   
    output tx,  
    input transmit,          
    input [7:0] tx_byte,     
    output received,         
    output [7:0] rx_byte,    
    output is_receiving,     
    output is_transmitting,  
    output recv_error        
    );
parameter CLOCK_DIVIDE = 651;  
parameter RX_IDLE = 0;
parameter RX_CHECK_START = 1;
parameter RX_READ_BITS = 2;
parameter RX_CHECK_STOP = 3;
parameter RX_DELAY_RESTART = 4;
parameter RX_ERROR = 5;
parameter RX_RECEIVED = 6;
parameter TX_IDLE = 0;
parameter TX_SENDING = 1;
parameter TX_DELAY_RESTART = 2;
reg [10:0] rx_clk_divider = CLOCK_DIVIDE;
reg [10:0] tx_clk_divider = CLOCK_DIVIDE;
reg       rx_ff;
reg [2:0] recv_state = RX_IDLE;
reg [5:0] rx_countdown;
reg [3:0] rx_bits_remaining;
reg [7:0] rx_data;
reg tx_out = 1;
reg [1:0] tx_state = TX_IDLE;
reg [5:0] tx_countdown;
reg [3:0] tx_bits_remaining;
reg [7:0] tx_data;
assign received = (recv_state == RX_RECEIVED);
assign recv_error = (recv_state == RX_ERROR);
assign is_receiving = (recv_state != RX_IDLE);
assign rx_byte = rx_data;
assign tx = tx_out;
assign is_transmitting = tx_state != TX_IDLE;
always @(posedge clk) begin
  if (rst) begin
    recv_state = RX_IDLE;
    tx_state = TX_IDLE;
  end
  else begin
    rx_ff <= rx;
  end
  rx_clk_divider = rx_clk_divider - 1;
  if (!rx_clk_divider) begin
    rx_clk_divider = CLOCK_DIVIDE;
    rx_countdown = rx_countdown - 1;
  end
  tx_clk_divider = tx_clk_divider - 1;
  if (!tx_clk_divider) begin
    tx_clk_divider = CLOCK_DIVIDE;
    tx_countdown = tx_countdown - 1;
  end
  case (recv_state)
    RX_IDLE: begin
      if (!rx_ff) begin
        rx_clk_divider = CLOCK_DIVIDE;
        rx_countdown = 8;
        recv_state = RX_CHECK_START;
      end
    end
    RX_CHECK_START: begin
      if (!rx_countdown) begin
        if (!rx_ff) begin
          rx_countdown = 16;
          rx_bits_remaining = 8;
          recv_state = RX_READ_BITS;
        end else begin
          recv_state = RX_ERROR;
        end
      end
    end
    RX_READ_BITS: begin
      if (!rx_countdown) begin
        rx_data = {rx_ff, rx_data[7:1]};
        rx_countdown = 16;
        rx_bits_remaining = rx_bits_remaining - 1;
        recv_state = rx_bits_remaining ? RX_READ_BITS : RX_CHECK_STOP;
      end
    end
    RX_CHECK_STOP: begin
      if (!rx_countdown) begin
        recv_state = rx_ff ? RX_RECEIVED : RX_ERROR;
      end
    end
    RX_DELAY_RESTART: begin
      recv_state = rx_countdown ? RX_DELAY_RESTART : RX_IDLE;
    end
    RX_ERROR: begin
      rx_countdown = 32;
      recv_state = RX_DELAY_RESTART;
    end
    RX_RECEIVED: begin
      recv_state = RX_IDLE;
    end
    default: recv_state = RX_IDLE;
  endcase
  case (tx_state)
    TX_IDLE: begin
      if (transmit) begin
        tx_data = tx_byte;
        tx_clk_divider = CLOCK_DIVIDE;
        tx_countdown = 16;
        tx_out = 0;
        tx_bits_remaining = 8;
        tx_state = TX_SENDING;
      end
    end
    TX_SENDING: begin
      if (!tx_countdown) begin
        if (tx_bits_remaining) begin
          tx_bits_remaining = tx_bits_remaining - 1;
          tx_out = tx_data[0];
          tx_data = {1'b0, tx_data[7:1]};
          tx_countdown = 16;
          tx_state = TX_SENDING;
        end else begin
          tx_out = 1;
          tx_countdown = 32;
          tx_state = TX_DELAY_RESTART;
        end
      end
    end
    TX_DELAY_RESTART: begin
      tx_state = tx_countdown ? TX_DELAY_RESTART : TX_IDLE;
    end
    default: tx_state = TX_IDLE;
  endcase
end
endmodule
$ cat design/flow/run.sh
#!/bin/bash
# OpenROAD 26Q1-2900-gdf79404cd8, Yosys 0.63+post, stock flow scripts
make -C /OpenROAD-flow-scripts/flow DESIGN_CONFIG=/design/flow/config.mk WORK_HOME=/design/flow/orfs finish
==> CHANGELOG.md <==
## Implementation

- Worst-path clk slew: ~0.060 ns
- Least-Margin Pin Slew: 0.754 ns
- Largest fanout on the critical path: 1
- Worst reg2reg path startpoint: send_counter[2]
- Share of post-route cells with drive strength above 1: 0.0642
- First-pass GRT wire length: 35400 µm
- Ys async rst share: 0
- Final slew viol count: 0
- Crit path DRT: approximately 9.5 ns
- Setup TNS: 0 ns
- OpenROAD warning count: 29
- First-pass detailed-route iteration total: 5
- Area grow syn2layout: 7.36%
- Sink Count: 153
- Post-synth EDFFs: 26
- Top cells by area: dfxtp_1 (26%), edfxtp_1 (7.9%), ha_1 (7.6%)
- DR WL/cell: roughly 14 µm
- Peak Freq: 210 MHz
- Synth Area per Inst: 8.48 µm²
- WL met2: 8680 µm
- CP endpoint kind: primary output
- Post-synth regs: 153
- Crit path DAT: 2.38 ns
- DR vias/cell: 5.26
- Final ANT Viol Nets: 0
- YS warnings: 3
- Ys cells: 1163
- Pre-Place Util: 0.407
- WL met1: 10800 µm
- Clk ins delay skew pair: 0.42 ns
- Met3 wire len: 840 µm
- Largest net degree at the start of global routing: 53
- Gp weighted congestion: ~0.95
- Total Power: about 1300 µW
- Fin crit period: 4.76 ns
- DR DRC count: 0
- Core area: 0.0242 mm²
- Initial antenna violation count: 0
- Dpl hpwl: 14600 µm
- Post-synth top cells: dfxtp_1 (127), nor2_1 (122), nand2_1 (90), a21oi_1 (70), xnor2_1 (69)
- Die extent in x: roughly 160 µm
- Hold WC Path Type: reg -> reg
- CTS tree: yes
- Vias in the first global route: 7170
- Die Y: 159 µm
- H-tree depth: 4
- Fin cells: between 1000 and 1500
- Area after DPL: ~0.010 mm²
- Clk_skew: 0.00707 ns
- CP Launch Type: input pin
- Cell Area, Synth: 0.00987 mm²
- Cell Pwr Density: about 120 mW/mm²
- Count leader, synth: dfxtp_1
- Max reg flops: 28
- Crit. Startpoint: usr_btn[0]
- Final worst path period share: 0.400
- WL final: ~21000 µm
- Yosys top cell area share: 0.258
- Chip Footprint: 0.0253 mm²
- Dominant Register Cell: dfxtp_1
- Worst VDD drop: around 0.00008 V
- Initial DRC Count: about 620
- Leak: 0.00394 µW
- DR top layer: met4
- Clock root buffer: clkbuf_16
- # rows: 57
- Design area: 0.0106 mm²
- Synth area leader: dfxtp_1
- CTS Buffer Depth: 2
- I/O Buffers: 3
- Maxcap violations: 0
- Slew HR: 0.497
- Placed cells: 1444
- Status: complete, no violations
- Mapped Cells: 1163
- Yosys stat area: 0.00987 mm²
- CTS buffer count: 17
- Cts hold-fix bufs: 0
- Post-CTS setup buffers: 0
- GRT Residual Overflow: 0
- GR Util All Layers: 0.171
- Number of antenna diodes: 0
- I/O Pins: 12
- Hold_sp: uart.rx_clk_divider[0]
- Final setup fails: 0
- Post-CTS sizing: 0
- Final hold vios: 0
- Critical path class: in -> out
- Synth unique cells: roughly 90
- RSZ-0062 raised after global routing: false
- Vias: roughly 8000
- Seq share, synth: 0.337
logic make-up after synthesis:
family                     Yosys count  synth area share
xor gates and xnor gates            92            0.0832
and+or+nand+nor                    446             0.233
adders and majority gates           66            0.0883
AOI/OAI and AO/OA                  262             0.177
muxes                               15            0.0160
DFF                                153             0.337
other                                1          0.000380
buffers and inverters              128            0.0658
final timing paths:
kind	slack, ns	cells past startpoint	endpoint
setup / recovery	7.14	0	usr_led[0]
hold / removal	0.42	1	uart.rx_clk_divider[0]
setup reg to reg	7.70	11	uart.tx_clk_divider[3]
hold reg to reg	0.42	1	uart.rx_clk_divider[0]
placed cells by master, fill, tap and decap left out, types with 6 or more instances in the layout:
master,netlist,final
dfxtp_1,127,127
nor2_1,122,122
nand2_1,90,90
a21oi_1,70,70
xnor2_1,69,69
inv_1,64,64
ha_1,60,60
o21ai_0,59,59
nand3_1,36,36
nor3_1,33,32
edfxtp_1,26,26
and2_1,25,25
nor2b_1,24,24
xor2_1,21,21
clkbuf_16,0,18
and3_1,17,17
a211oi_1,15,15
buf_4,12,15
o211ai_1,14,14
a31oi_1,13,13
mux2i_1,12,12
nand2b_1,12,12
or3_1,11,11
nor4_1,10,10
nand3b_1,9,9
o21a_1,8,8
or2_2,8,8
nand4_1,8,8
nor3b_1,7,7
a21o_1,7,7
o32ai_1,6,6
a22oi_1,6,6
o22ai_1,6,6
o21bai_1,6,6
fa_1,6,6
power breakdown:
part	leakage, µW	total [µW]	switching (µW)	internal [µW]
clock	0.000282	518	226	291
sequential	0.00127	625	50.5	574
combinational	0.00239	154	76.4	77.3
total	0.00394	1300	353	943
layer usage:
metal | global-route usage | vias to the layer above
met5 | 0 | -
met4 | 0.0293 | 0
met3 | 0.0268 | 25
met2 | 0.245 | 153
met1 | 0.279 | 3496
li1 | - | 4094
metrics by stage:
step	setup slack, ns	util	hold slack, ns
after detailed placement	7.14	0.413	0.407
after global routing	7.14	0.437	0.448
after CTS	7.14	0.437	0.424
final	7.14	0.437	0.421
after global placement	7.14	0.413	0.402
after floorplan	7.04	-	0.388
area by class of cell:
type | count | area, µm²
clock inverters | 12 | 103
clock buffers | 20 | 468
multi-input cells | 882 | 5900
inverters | 67 | 251
well taps | 324 | 405
fillers | 2372 | 13700
flip-flops and latches | 153 | 3320
repair buffers | 18 | 143
Power and IR drop assume default switching activity.
