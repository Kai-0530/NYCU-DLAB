==> design/flow/design.v <==
module mmult(
    input clk,  
    input reset_n,  
    input enable,  
    input [0:9*8-1] A_mat,  
    input [0:9*8-1] B_mat,  
    output valid,  
    output reg [0:9*17-1] C_mat  
);
    reg [0:71] A,B;
    reg [3:0] counter;
    assign valid = ~|(counter^3);
    always @(posedge clk) begin
        if(!enable||!reset_n) begin
            A <= A_mat;
            B <= B_mat;
            C_mat <= 0;
            counter <= 0;
        end 
        else if(!valid) begin
            C_mat <= (C_mat<<51)
            | ((A[0:7]*B[0:7]+A[8:15]*B[24:31]+A[16:23]*B[48:55])<<34)
            |  ((A[0:7]*B[8:15]+A[8:15]*B[32:39]+A[16:23]*B[56:63])<<17)
            |  (A[0:7]*B[16:23]+A[8:15]*B[40:47]+A[16:23]*B[64:71]);
            A <= A<<24;
            counter <= counter + 1;
        end
    end
endmodule
==> design/flow/run.sh <==
#!/bin/bash
# OpenROAD 26Q1-2900-gdf79404cd8, Yosys 0.63+post, stock flow scripts
make -C /OpenROAD-flow-scripts/flow DESIGN_CONFIG=/design/flow/config.mk WORK_HOME=/design/flow/orfs finish
==> design/flow/config.mk <==
export PLATFORM = sky130hd
export DESIGN_NAME = mmult
export DESIGN_NICKNAME = mmult
export VERILOG_FILES = /design/flow/design.v
export SDC_FILE = /design/flow/constraint.sdc
export NUM_CORES = 4
export LEC_CHECK = 1
export CORE_UTILIZATION = 40
==> design/flow/constraint.sdc <==
current_design mmult

set clk_period 24.4
set clk_io_pct 0.2

create_clock -name clk0 -period $clk_period [get_ports {clk}]

set non_clock_inputs [all_inputs -no_clocks]
set_input_delay [expr $clk_period * $clk_io_pct] -clock clk0 $non_clock_inputs
set_output_delay [expr $clk_period * $clk_io_pct] -clock clk0 [all_outputs]
==> results.cfg <==
; flow metrics
[cells_and_area]
syn_to_final_growth_pct = 16.8
final_cell_mix = 678 x inv_1, 591 x nand2_1, 483 x fa_1
lay_top_count = inv_1
fill_cells = 7237
regArea_mm2 = 0.00747
comb_area_mm2 = 0.0206
final_area_mm2 = 0.0363
drive_gt1_share_pct = 2.74

[yosys]
netlist_instances = 3294
yosysWarnings = 1
synth_cell_type_count = 59
syn_area_mm2 = 0.0311
synth_seq_share_pct = 24.0
synthFlopType = dfxtp_1
yosysChipArea_mm2 = 0.0311
async_flop_share_pct = 0
ys.flops = 301
yosysCellCount = 3294
syn-mean-instance-area_um2 = 9.44
edf_count = 144

[timing]
slew_headroom_pct = 50.0
max_freq_ghz = 0.131
finalCritPeriodShare_pct = 31.2
hold_viol = 0
rsz0062_at_grt = false
finalSetupViolations = 0
period_needed_ns = 7.61
setup-tns-final_ns = 0
worst_slew_pin_slew_ns = 0.751
fin_skew_ns = 0.0287
finalMaxSlewViolations = 0

[drt]
routed_wl_um = 81600
dr_wl_met2_um = 33200
ant_nets = 0
met1_length_um = 37300
routed.top_layer = met5
firstDrtPassIters = 5
avgRoutedWirePerCell_um = 17.7
drc = 0
vias = 21460
drt_iter0_markers = 1104
viasPerCell = 4.66
wl_met3_um = 9830
diodes = 0

[placed_design]
io_buffers = 300
postPlaceCellArea_mm2 = 0.0352
place_congestion = 0.893
hpwl_um = 63000

[setup_path]
cp-end-kind = flop
crit_path_frequent_cell = buf_4
worst_ep_required_time_ns = 24.59
start_kind = input pin
cp.buffers_inverters = 5
worstReg2RegStart = A[6]
slowest_delay_ns = 0.64
worstRegToRegCells = 19
crit_type = in -> reg
crit_chain = clkdlybuf4s50_1 -> and2_2 -> inv_8 -> buf_4 -> buf_4 -> buf_4
worst-path-max-fanout = 72
cp_slowest_cell = buf_4
critPathArrivalTime_ns = 7.80
r2r_end = C_mat[136]
r2r_slack_ns = 17.77
path_delay_family = buffers and inverters

[die]
coreArea_mm2 = 0.0765
pin_count = 301
fp_util_pct = 40.7
dieArea_mm2 = 0.0789
die_h_um = 281
rows = 101
die_width_um = 281

[clocking]
cts_hold_buf = 0
htree_levels = 2
cts_buffer_depth = 3
tritoncts = done
clock_latency_ns = 0.58
cts_sinks = 301
numCtsBuffers = 36
postCtsSetupRepairBufs = 0
path_clk_slew_ns = 0.06
clockRootBuffer = clkbuf_16
ctsResizeCount = 0

[global_route]
grt_overflow = 0
grt_max_degree = 73
grt_pass1_vias = 22608
grt_usage_pct = 23.2
grt_pass1_wl_um = 131000
antenna_found_initial = 2

[hold_path]
hold_depth = 2
hp-start = C_mat[28]
min_to = C_mat[28]
hold_path.class = reg -> reg

[job]
maxCapViolCount = 0
openroad.warnings = 31

[status]
status = complete, no violations
state kept, by name, summed over array words and instances, names as in the netlist:
signal	cells
counter	4
C_mat	153
B	72
A	72
worst max-delay path by stage:
stage / from / endpoint / slack [ns] / cells past startpoint
final: enable / B[59] / 16.79 / 6
after global routing: enable / C_mat[120] / 16.59 / 9
after CTS: enable / B[59] / 16.81 / 6
cell type report:
class / instances / share of cell area [%]
clock buffers: 47 / 2.70
repair buffers: 334 / 8.97
clock inverters: 17 / 0.386
inverters: 681 / 7.07
well taps: 1030 / 3.55
flip-flops and latches: 301 / 20.6
multi-input cells: 2195 / 56.8
kinds of logic after synthesis:
logic type / synth area share (%)
buffers and inverters: 9.74
and+or+nand+nor: 17.2
DFF: 24.0
muxes: 0.0965
adders and majority gates: 43.1
AOI/OAI and AO/OA: 5.04
xor gates and xnor gates: 0.816
routing by layer:
metal / vias up / GRT usage [%]
met4: 2 / 2.75
met3: 71 / 11.3
met5: - / 0.375
met2: 701 / 30.9
met1: 10198 / 36.9
li1: 10488 / -
synth_stat cells, drive strengths merged, types with 5 or more instances:
cell type	count	area, um^2
a31oi	9	56.3
dfxtp	157	3140
fa	483	9670
o21bai	5	37.5
clkbuf	82	308
buf	35	165
inv	680	2550
a21o	15	113
nand2	593	2230
o21a	12	90.1
nor4b	5	43.8
xor2	6	52.6
nor3	9	45.0
a21oi	157	790
o21ai	34	174
nand3	21	105
o211ai	7	52.6
or3	5	31.3
nor2	42	158
edfxtp	144	4320
and2	417	2610
ha	298	3730
a211oi	11	87.6
xnor2	23	201
nand2b	6	37.5
worst register-to-register path, stage by stage (launching register included):
cell and delay [ns]:
edfxtp_1 0.50, buf_4 0.34, nand2_1 0.13, fa_1 0.55
fa_1 0.44, fa_1 0.54, inv_1 0.05, fa_1 0.47
fa_1 0.56, inv_1 0.06, fa_1 0.49, inv_1 0.05
fa_1 0.45, ha_1 0.33, o21ai_0 0.28, o211ai_1 0.16
a41oi_1 0.44, a22oi_1 0.15, xnor2_1 0.36, a21oi_1 0.12
stage by stage:
step	std cells	hold WS, ns	util (%)	setup slack, ns
finish	4605	0.451	47.5	16.79
global route	4605	0.469	47.5	16.59
CTS	4605	0.453	47.5	16.81
detailed placement	4541	0.444	46.0	16.20
global placement	4541	0.437	46.0	16.22
floorplan	3294	0.417	-	16.27
